$ cat flow/design.v
module data_memory(rst, addr, MemWrite, MemRead, writedata, readdata);
   input [31:0] addr, writedata;
   input        rst, MemWrite, MemRead;
   output reg [31:0] readdata;
   reg [31:0]        memory[31:0];
   always @(*) begin
      if(!rst) begin
	 memory[0] <= 32'd0;
         memory[1] <= 32'd1;		
         memory[2] <= 32'd2;		
         memory[3] <= 32'd3;
	 memory[4] <= 32'd4;		
         memory[5] <= 32'd5;		
         memory[6] <= 32'd6;		
         memory[7] <= 32'd7;
	 memory[8] <= 32'd8;		
         memory[9] <= 32'd9;		
         memory[10] <= 32'd10;	
         memory[11] <= 32'd11;
	 memory[12] <= 32'd12;	
         memory[13] <= 32'd13; 	
         memory[14] <= 32'd14;	
         memory[15] <= 32'd15;
	 memory[16] <= 32'd16;	
         memory[17] <= 32'd17;	
         memory[18] <= 32'd18;	
         memory[19] <= 32'd19;
	 memory[20] <= 32'd20;	
         memory[21] <= 32'd21; 	
         memory[22] <= 32'd22;	
         memory[23] <= 32'd23;
	 memory[24] <= 32'd24;	
         memory[25] <= 32'd25;	
         memory[26] <= 32'd26;	
         memory[27] <= 32'd27;
	 memory[28] <= 32'd28;	
         memory[29] <= 32'd29;	
         memory[30] <= 32'd30;	
         memory[31] <= 32'd31;
      end
      else if (MemWrite) begin
	 memory[addr>>2] <= writedata;
	 readdata <= 32'b0;
      end
      else if (MemRead) begin
	 readdata <= memory[addr>>2];
      end
      else begin
	 readdata <= 32'b0;
      end
   end
endmodule
module top_MEM(clk, rst, 
                WB, MEM, zero, result, write_data, write_register,
				WB_out, read_data, branch,
				result_out, write_register_out);  
    input clk, rst;
	input [1:0] WB;
	input [2:0] MEM;
	input [4:0] write_register;
	input [31:0] result, write_data;
	input zero;
	output reg [31:0] result_out, read_data;
	output reg [4:0] write_register_out;
	output reg [1:0] WB_out;
	output reg branch;
	wire [31:0] read_data_res;
	data_memory MEMORY (
		.rst(rst),
		.addr(result),  
		.MemWrite(MEM & 3'b001),
		.MemRead((MEM & 3'b010) >> 1),
		.writedata(write_data),
		.readdata(read_data_res)
	);
	always @(posedge clk or negedge rst) begin  
		WB_out = WB;
		branch = ((MEM & 3'b100) >> 2) & zero;  
		read_data = read_data_res;
		write_register_out = write_register;
		result_out = result;
		if(! rst) begin
			WB_out = 2'b0;
			branch = 1'b0;
			read_data = 32'b0; write_register_out = 5'b0;
			result_out = 32'b0;
		end
	end
endmodule
$ cat flow/run.sh
#!/bin/bash
# OpenROAD 26Q1-2900-gdf79404cd8, Yosys 0.63+post, stock flow scripts
make -C /OpenROAD-flow-scripts/flow DESIGN_CONFIG=/design/flow/config.mk WORK_HOME=/design/flow/orfs finish
$ cat flow/config.mk
export PLATFORM = sky130hd
export DESIGN_NAME = top_MEM
export DESIGN_NICKNAME = top_MEM
export VERILOG_FILES = /design/flow/design.v
export SDC_FILE = /design/flow/constraint.sdc
export NUM_CORES = 4
export LEC_CHECK = 1
export CORE_UTILIZATION = 40
$ cat flow/constraint.sdc
current_design top_MEM

set clk_period 1.0
set clk_io_pct 0.2

create_clock -name clk0 -period $clk_period [get_ports {clk}]

set non_clock_inputs [all_inputs -no_clocks]
set_input_delay [expr $clk_period * $clk_io_pct] -clock clk0 $non_clock_inputs
set_output_delay [expr $clk_period * $clk_io_pct] -clock clk0 [all_outputs]
==> run notes <==
Implementation results

The pin count of the biggest net entering global routing is around 130. Fill cells in the final layout number 5966. The worst hold path terminates at write_register_out[3]. The longest clock path from root to sink contains 2 buffers. On the reported timing paths, the clock transition at the registers reads 0.07 ns. The maximum fanout along the worst path is 1. The sum of routed wire length over all layers is 97600 um. The critical path is of the reg2out type. Recorded from the global router log, the overflow total was 0. The largest voltage drop on the vdd net is 774 uV. For the worst setup path, the data required time is 0.80 ns. The row count is approximately 94. The worst setup path is captured at an output pin.

The count of TritonRoute iterations in the first routing pass is 13. The synthesis warning total is 5. Once synthesis finished, the tally of register bits stood at 1128. The TritonCTS clock tree is built. The number of different library cells used by synthesis comes to 50.

Input and output buffers added on the ports amount to 148. On the critical path the largest part of the delay comes from flip-flops. Looking at the clock tree report, the H-tree level count equals 3. The total power density per cell area is about 510 nW/um^2.

The final number of setup-violating endpoints is 72. The share of the core filled by cells before placement is 0.404. The checks that failed: setup timing. The startpoint of the tightest hold check path is write_register[3]. The average wire per standard cell is 27.0 um. In this run the count of I/O pins placed on the die edge is 149. The estimated wirelength of the detail-placed design is roughly 54000 um. At the pin with the least slew margin, the transition time is roughly 1.0 ns.

The synthesized netlist was found by Yosys to have 2705 cells. The worst min-delay path category is in2reg. The post-synth design cell area is about 27000 um^2. The number of buffers and inverters on the critical path is 1. The library cells used most frequently in the layout, excluding fill and tap cells, are sky130_fd_sc_hd__dlxtn_1 (1024), sky130_fd_sc_hd__nand3_1 (718), sky130_fd_sc_hd__nand4_1 (177). Per the run summary, max-cap violations total 0. In this run the full chip footprint comes out at a little under 70000 um^2. The violation tally from detailed-route iteration zero is 2085.

The highest clock rate this design can be run at is 910 MHz. The area of the placeable core is between 60000 and 70000 um^2. The mean cell area of the mapped netlist is 9.82 um^2. The instance count after placement with tap cells included is roughly 3600. Setup repair after global routing could not meet its margin everywhere. The layout-stage area growth over the synthesis result is 10.1%. The chip height is 260 um.

The proportion of layout cells with a drive suffix above 1 is 0.0928. The initial antenna violation count is 0. The synthesized netlist has a Yosys-reported chip area of approximately 27000 um^2. Per the OpenROAD power report, leakage power amounts to roughly 13 nW.

The via count is 22000. The cell type of the slowest stage on the worst timing path is sky130_fd_sc_hd__dfrtp_1. With fillers left out, the area of the finished cells amounts to around 29000 um^2. The largest stage delay on the critical path is 0.39 ns.

The global-route wire length before repair is 143000 um. Registers take 17700 um^2. The number of global-route vias before repair was 21300. The fraction of the cycle the final worst path needs is 1.10.

The leading cell type in the layout, fill and taps excluded is sky130_fd_sc_hd__dlxtn_1. The tool warning count is 30. The script parses the final routing iteration and logs DRC violations as 0. Synthesis produced 2705 cells. The OpenROAD report gives the critical path a data arrival time of 0.90 ns. The total placed instance area is just under 30000 um^2. The number of pins exceeding their max-slew limit in the final report is 0.

The worst setup path is launched from a register. The cell sequence reported for the critical path is buf_2. The run finished, with violations left.

Nets still carrying antenna violations after routing amount to 0. After layout, the worst setup slack is -0.0987 ns. The count of unclocked register or latch pins is 1056. From left edge to right edge, the die measures roughly 260 um.

The area of the multi-input gates is just over 8000 um^2. The number of unconstrained endpoints is 1088. The number of standard cells in the final layout excluding fillers is 3614. The headroom to the max-slew limit is 0.310.

The smallest clock period supported by the final layout is computed as between 1 and 1.5 ns. In the hold timing report, the worst path depth is 1. The global router's overall resource usage is 0.300. The congestion estimate from routability-driven global placement came to 0.896. Clock tree synthesis inserted a total of 9 buffers. The script logs the ratio of routed vias to standard cells as 6.10. The final-report hold violation count is 0.

Per the CTS log, the root buffer master is sky130_fd_sc_hd__clkbuf_16.
## stage by stage
step	util	power, mW	hold WS (ns)	worst slack [ns]	setup TNS [ns]
2_1_floorplan	-	8.63	-0.0956	0.488	0
3_3_place_gp	0.446	11.4	0.183	0.00124	0
3_5_place_dp	0.446	11.5	0.187	-0.00531	-0.00531
4_1_cts	0.445	14.8	0.224	-0.123	-4.86
5_1_grt	0.445	15.4	0.227	-0.131	-5.58
6_report	0.445	14.8	0.244	-0.0987	-3.03
## kinds of logic after synthesis
logic type	after synthesis	synth area share
DFF	72	0.0678
buffers and inverters	231	0.0412
muxes	2	0.000800
and+or+nand+nor	1104	0.226
latches	1056	0.598
AOI/OAI and AO/OA	240	0.0678
## state kept, by name, indices dropped and copies added (netlist names)
register / cells
WB_out: 2
MEMORY.memory: 1024
write_register_out: 5
result_out: 32
MEMORY.readdata: 32
read_data: 32
branch: 1
## where the power goes
part / total (mW) / switching [mW] / leakage (nW) / internal [mW]
clock: 3.30 / 1.58 / 0.135 / 1.73
sequential: 6.42 / 0.280 / 9.24 / 6.14
combinational: 5.10 / 4.02 / 3.45 / 1.09
## what timing repair did
action,4_1_cts,5_1_grt
setup buffers,0,0
endpoints found under the hold margin,72,0
hold buffers,1,0
resized,216,0
endpoints found under the setup margin,72,72
## worst max path at each step
stage                          start              to  depth (start not counted)
after CTS             result_out[17]  result_out[17]                          1
final                 result_out[17]  result_out[17]                          1
after global routing  result_out[17]  result_out[17]                          1
## area by class of cell
type	count	share of cell area
diodes	1	0.0000855
clock buffers	9	0.00769
clock inverters	7	0.00209
inverters	4	0.000513
multi-input cells	1346	0.282
flip-flops and latches	1128	0.603
well taps	864	0.0369
repair buffers	255	0.0670
## cell usage after synthesis (all sizes together)
cell | number | area share
a2111o | 1 | 0.00042
a2111oi | 1 | 0.00033
a211oi | 1 | 0.00028
a21boi | 1 | 0.00028
a21oi | 24 | 0.0045
a221o | 1 | 0.00038
a22o | 50 | 0.016
a22oi | 14 | 0.0040
a2bb2oi | 1 | 0.00033
a31oi | 37 | 0.0087
a32o | 43 | 0.016
a32oi | 21 | 0.0069
and2 | 46 | 0.011
and3 | 7 | 0.0016
and3b | 5 | 0.0016
and4 | 7 | 0.0023
and4b | 1 | 0.00038
buf | 137 | 0.028
clkbuf | 90 | 0.013
dfrtp | 72 | 0.068
dlxtn | 1024 | 0.58
dlxtp | 32 | 0.018
inv | 4 | 0.00056
mux2 | 1 | 0.00042
mux2i | 1 | 0.00038
nand2 | 21 | 0.0030
nand2b | 7 | 0.0016
nand3 | 718 | 0.14
nand4 | 177 | 0.042
nor2 | 11 | 0.0016
nor2b | 5 | 0.0012
nor3 | 34 | 0.0076
nor3b | 5 | 0.0024
nor4 | 56 | 0.013
nor4bb | 2 | 0.00075
o211ai | 2 | 0.00056
o21ai | 38 | 0.0072
o22ai | 4 | 0.00094
o311ai | 1 | 0.00033
or2 | 2 | 0.00047
## layer usage
layer	track usage	up-vias	routed length (um)
met5	0.00783	-	35
met4	0.0853	2	3350
met3	0.140	201	14000
met2	0.434	1480	42700
met1	0.415	10600	37400
li1	-	9742	-
No activity file was given, so power comes from the tool's default toggle rates.
