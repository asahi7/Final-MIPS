--- flow/run.sh ---
#!/bin/bash
# OpenROAD 26Q1-2900-gdf79404cd8, Yosys 0.63+post, stock flow scripts
make -C /OpenROAD-flow-scripts/flow DESIGN_CONFIG=/design/flow/config.mk WORK_HOME=/design/flow/orfs finish
--- flow/config.mk ---
export PLATFORM = sky130hd
export DESIGN_NAME = top_EX
export DESIGN_NICKNAME = top_EX
export VERILOG_FILES = /design/flow/design.v
export SDC_FILE = /design/flow/constraint.sdc
export NUM_CORES = 4
export LEC_CHECK = 1
export CORE_UTILIZATION = 30
--- flow/design.v ---
module ALU(data1, data2, ctrl, zero, result);
	input [31:0] data1, data2;
	input [3:0] ctrl;
	output reg zero;
	output reg [31:0] result;
	always@ (ctrl or data1 or data2) begin
		case(ctrl)
			4'b0000 : result <= data1 & data2;  
			4'b0001 : result <= data1 | data2;  
			4'b0010 : result <= data1 + data2;  
			4'b0110 : result <= data1 - data2;  
			4'b0111 :  
				begin
					if (data1 < data2) result <= 1;
					else result <= 0;
				end
			4'b1100 : result <= data1 ^ data2;  
			4'b1111 : result <= 0;  
		endcase
	end
	always@ (result) begin
		if (result == 0) zero <= 1'b1;
		else zero <= 1'b0;
	end
endmodule
module alu_control_unit(ins, ALUOp, ALUctrl);
	input [5:0] ins;
	input [1:0] ALUOp;
	output reg [3:0] ALUctrl;
	always@ (ins or ALUOp) begin
		   if(ALUOp == 2'b00) begin
		       ALUctrl = 4'b0010;
		   end else if(ALUOp == 2'b01) begin
		       ALUctrl = 4'b0110;
		   end else if(ALUOp == 2'b10) begin
		       if(ins == 6'b100000) begin
			       ALUctrl = 4'b0010;
               end else if(ins == 6'b100010) begin
			       ALUctrl = 4'b0110;
			   end else if(ins == 6'b100100) begin
			       ALUctrl = 4'b0000;
			   end else if(ins == 6'b100101) begin
			   	   ALUctrl = 4'b0001;
			   end else if(ins == 6'b101010) begin
			   	   ALUctrl = 4'b0111;
			   end else if(ins == 6'b100110) begin
				   ALUctrl = 4'b1100;
			   end
		   end
	end
endmodule
module forwarding_unit(clk, rst, Rs, Rt, EXMEMRegRd, EXMEM_WB, MEMWBRegRd, MEMWB_WB, ForwardA, ForwardB);
    input clk, rst;
	input [4:0] Rs, Rt, EXMEMRegRd, MEMWBRegRd;
    input [1:0] EXMEM_WB, MEMWB_WB;
    output reg[1:0] ForwardA, ForwardB;
    always @(*) begin
		ForwardA <= 2'b00;
		ForwardB <= 2'b00;
		if(EXMEM_WB>>1 && EXMEMRegRd != 0 && EXMEMRegRd == Rs) begin
			ForwardA <= 2'b10;
		end
		if(EXMEM_WB>>1 && EXMEMRegRd != 0 && EXMEMRegRd == Rt) begin
			ForwardB <= 2'b10;
		end
        if(MEMWB_WB>>1 && MEMWBRegRd != 0 && !(EXMEM_WB>>1 && EXMEMRegRd != 0 && EXMEMRegRd == Rs) && MEMWBRegRd == Rs) begin
			ForwardA <= 2'b01;
        end        
		if(MEMWB_WB>>1 && MEMWBRegRd != 0 && !(EXMEM_WB>>1 && EXMEMRegRd != 0 && EXMEMRegRd == Rt) && MEMWBRegRd == Rt) begin
			ForwardB <= 2'b01;
        end
        if(!rst) begin
            ForwardA <= 2'b00;
            ForwardB <= 2'b00;
        end
    end
endmodule
module mux_2to1(in0, in1, sel, out);
	parameter integer N = 32;
	input [N-1:0] in0, in1;
	input sel;
	output reg [N-1:0] out;
	always@ (sel or in0 or in1) begin
		case (sel)
			1 : out <= in1;
			default : out <= in0;
		endcase
	end
endmodule
module mux_3to1(in0, in1, in2, sel, out);
	parameter integer N = 32;
	input [N-1:0] in0, in1, in2;
	input [1:0] sel;
	output reg [N-1:0] out;
	always@ (sel or in0 or in1 or in2) begin
		case (sel)
			2'b01 : out <= in1;
2'b10 : out <= in2;
			default : out <= in0;
		endcase
	end
endmodule
module top_EX(clk, rst,
				WB, MEM, EX, pc, rs, rt, rd, se, read_d1, read_d2,  
	    WB_data, ALU_result, EXMEMRegRd, EXMEM_WB, MEMWBRegRd, MEMWB_WB,
                result_out, zero, write_register_out, MEM_out, WB_out,  
				ForwardA, ForwardB,
				read_d2_out);  
    input clk, rst;
	input [31:0] pc, read_d1, read_d2, se;  
    input [4:0] rt, rd;  
	input [1:0] WB;
	input [2:0] MEM;
	input [3:0] EX;
	input [4:0] EXMEMRegRd, EXMEM_WB, MEMWBRegRd;
	input [1:0] MEMWB_WB;
	input [4:0] rs;
	input [31:0] WB_data, ALU_result;
	wire [1:0] sel_A, sel_B;
	output [1:0] ForwardA, ForwardB;  
	wire Jump;  
    wire [31:0] output_MUX_A, output_MUX_B;	
    wire [31:0] result_alu, alu_sec_choice;
    wire zero_alu;
    wire [4:0] write_reg_mux;
    wire [3:0] ctrl;
    wire [1:0] ALUOp;
    output reg [31:0] result_out, read_d2_out;  
    output reg zero;
    output reg [4:0] write_register_out;
    output reg [2:0] MEM_out;
    output reg [1:0] WB_out;
   forwarding_unit FORWARDING_UNIT(
.clk(clk),
.rst(rst),
.Rs(rs),
.Rt(rt),
.EXMEMRegRd(EXMEMRegRd),
.EXMEM_WB(EXMEM_WB),
.MEMWBRegRd(MEMWBRegRd),
.MEMWB_WB(MEMWB_WB),
.ForwardA(ForwardA),
.ForwardB(ForwardB)
);
   mux_3to1 MUX_3TO1_A(
        .in0(read_d1),
        .in1(WB_data), 
        .in2(ALU_result), 
        .sel(ForwardA), 
        .out(output_MUX_A)
);
    mux_3to1 MUX_3TO1_B(
        .in0(read_d2),
        .in1(WB_data), 
        .in2(ALU_result), 
        .sel(ForwardB), 
        .out(output_MUX_B)
);    
	mux_2to1 #(
		.N(5)
	) REG_DST_MUX (
		.in0(rt),
		.in1(rd),
		.sel((EX & 4'b1000) >> 3),  
		.out(write_reg_mux)
	);
    alu_control_unit ALU_CONTROL (  
        .ins((se & 32'b000000_00000_00000_00000_00000_111111)),
        .ALUOp((EX & 4'b0110) >> 1),  
        .ALUctrl(ctrl)
    );
    mux_2to1 #(
        .N(32)
    ) ALU_SEC_MUX (
        .in0(output_MUX_B),
        .in1(se),
        .sel((EX & 4'b0001)),  
        .out(alu_sec_choice)
    );
    ALU ALU_UNIT (
        .data1(output_MUX_A),
        .data2(alu_sec_choice),
        .ctrl(ctrl),
        .zero(zero_alu),
        .result(result_alu)
    );
    always @(posedge clk or negedge rst) begin  
        write_register_out = write_reg_mux;
        result_out = result_alu;
        zero = zero_alu;
        read_d2_out = output_MUX_B;
		MEM_out = MEM;
        WB_out = WB;
		if(! rst) begin
			write_register_out = 5'b0;
			result_out = 32'b0;
			zero = 1'b0;
			read_d2_out = 32'b0;
			MEM_out = 3'b0;
			WB_out = 2'b0;
		end
    end
endmodule
--- flow/constraint.sdc ---
current_design top_EX

set clk_period 5.8
set clk_io_pct 0.2

create_clock -name clk0 -period $clk_period [get_ports {clk}]

set non_clock_inputs [all_inputs -no_clocks]
set_input_delay [expr $clk_period * $clk_io_pct] -clock clk0 $non_clock_inputs
set_output_delay [expr $clk_period * $clk_io_pct] -clock clk0 [all_outputs]
==> flow_summary.toml <==
# flow metrics
[run]
warning_count = 128
cap_violations = 0

[drt]
drtIter0Drc = 886
viasPerCell = 5.36
antenna_left = 0
route.final.wire_length_mm = 41.7
num_vias = 10900
drc = 0
routedWlPerCell_um = 20.5
dr.pass1.iters = 5

[logic_synthesis]
ys.flops = 111
synth_area_per_cell_um2 = 7.33
flop_cell = "dfrtp_1"
synthMuxAreaShare_pct = 1.28
ys_sh_simple_pct = 19.3
synthTopCellsByArea = "dfrtp_1 (19%), ha_1 (13%), o21ai_0 (5.6%)"
top_cell_area_share_pct = 18.9
yosys_warnings = 12
syn_inst = 1356
yosys.area_share.aoi_pct = 31.5
ys_async_sr_fraction_pct = 67.6
syn_area_mm2 = 0.00994
yosysUniqueCellTypes = 72
yosys_area_mm2 = 0.00994
top_area_cell = "dfrtp_1"
fa_ha_area_share_pct = 13.0
yosys_cells = 1356
logic_family = "AND-OR/OR-AND gates"
xor_share_pct = 2.38
edf_count = 0

[global_routing]
antenna_found_initial = 4
grt_max_degree = 65
grt_pass1_vias = 10300
grtUsageTotal_pct = 25.2
gr-total-overflow = 0
grt_pass1_wl_mm = 62.5

[outcome]
status = "complete, no violations"

[worst_setup_path]
criticalPathCategory = "primary input to primary output"
worstSetupEndpointType = "primary output"
crit_path_start_kind = "primary input"
arrival_ns = 3.75
required_ns = 4.64
path_max_fanout = 3

[timing]
final.setup.tns_ns = 0
period_needed_ns = 4.91
setup_slack_ns = 0.892
fmax_mhz = 204
unclocked_regs = 36
finalSetupViolations = 0
final_max_slew_viol_count = 0
relSlewSlack_pct = 41.3
hold_violations = 0
tightestPinTransition_ns = 0.872
untimed_endpoints = 69
grt_setup_unrepaired = "no"
post-route-period-util_pct = 84.6

[cells_and_area]
post-route-util_pct = 41.3
filler_cell_count = 3310
layout_top_cells = "clkdlybuf4s50_1 (274), nor2_1 (136), inv_1 (134)"
layout-drive-gt1-share_pct = 3.59
comb_area_mm2 = 0.00672
stdcell_count = 2032
area_delta_synth_final_pct = 35.1
register_area_mm2 = 0.00242
lay_top_count = "clkdlybuf4s50_1"

[clock_network]
ctsResizeCount = 0
cts_hold_buf = 0
cts_tree = "built"
cts-buffers-inserted = 9
cts.clk_slew.worst_paths_ns = 0.06
postCtsSetupBuffers = 0
cts_root_buffer = "clkbuf_16"
cts_max_path_buffers = 2
cts.htree.levels = 3

[die]
chipHeight_um = 184
core_area_mm2 = 0.0325
num_io_pins = 314
rows = 66
die_area_mm2 = 0.0339
fp_util_pct = 30.6
die_width_um = 184

[placed_design]
io_buffers = 276
dp_hpwl_mm = 33.2
dpl_worst_slack_ns = 0.937
gp_congestion = 0.919
post-place-cells = 2014

[power]
power_per_cell_area_mw_per_mm2 = 169
power.total_mw = 2.27
ir_worst_vdd_mv = 0.146
leakagePower_nw = 5.69

[min_path]
hold_path.class = "primary input to asynchronous set/reset pin"
kinds of logic after synthesis:
family | Yosys count
adders and majority gates | 102
xor gates and xnor gates | 27
DFF | 75
and+or+nand+nor | 412
muxes | 12
latches | 36
buffers and inverters | 215
AOI/OAI and AO/OA | 477
worst max-delay path: stages:
cell	delay [ns]
clkdlybuf4s50_1	0.49
or4_1	0.52
o21ai_0	0.27
nor4_1	0.15
or4_1	0.56
inv_1	0.11
clkdlybuf4s50_1	0.49
metrics by stage:
step / cell area [µm²] / hold slack (ns)
after floorplan: 9940 / 0.864
after global placement: 13100 / 1.18
after detailed placement: 13100 / 1.18
after CTS: 13400 / 0.788
after global routing: 13400 / 0.792
final: 13400 / 0.759
final cells by class:
cell class	instances	area share [%]
Multi-Input combinational cell	1030	50.0
Clock buffer	12	1.91
Sequential cell	111	18.0
Clock inverter	4	0.540
Tap cell	442	4.12
Timing Repair Buffer	295	21.6
Antenna cell	2	0.0373
Inverter	136	3.80
worst max-delay path by stage:
stage / startpoint / cells after the start / slack [ns] / end
4_1_cts: EXMEMRegRd[0] / 7 / 0.93 / ForwardB[0]
5_1_grt: EXMEMRegRd[1] / 7 / 0.79 / ForwardB[0]
6_report: EXMEMRegRd[1] / 7 / 0.89 / ForwardB[0]
synth_stat cells, types with 9 or more instances:
cell,instances
o221ai_1,12
a221o_1,10
o21ai_0,112
ha_1,100
nand2_1,123
a21oi_1,106
nor2b_1,20
nor2_1,136
o211ai_1,22
inv_1,134
nor4_1,14
nand2b_1,17
a211oi_1,9
xnor2_1,22
dlxtn_1,36
dfrtp_1,75
clkbuf_1,64
o21a_1,19
nor3_1,28
a21o_1,16
a31oi_1,21
a22oi_1,67
nand3_1,20
o21bai_1,12
metal layers:
layer,wire length (µm),global-route usage [%],vias to the layer above,part of all wire (%)
met1,18100,36.0,5040,43
met3,4940,9.35,40,12
li1,-,-,5279,-
met5,26,0,-,0.062
met4,790,4.80,4,1.9
met2,17900,36.8,527,43
sequential cells by signal (all words and copies together) (netlist names):
| register | count |
|---|---|
| ALU_CONTROL.ALUctrl | 4 |
| result_out | 32 |
| write_register_out | 5 |
| ALU_UNIT.result | 32 |
| WB_out | 2 |
| MEM_out | 3 |
| zero | 1 |
| read_d2_out | 32 |
where the power goes:
group	total [mW]	switching [mW]	internal, mW
Combinational	1.02	0.568	0.449
Sequential	0.618	0.0219	0.596
Clock	0.636	0.237	0.399
Power figures rest on the tool's default switching activity, not on a simulated workload.
