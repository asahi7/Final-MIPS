<file path="./design.v">
module mux_2to1(in0, in1, sel, out);
	parameter integer N = 32;
	input [N-1:0] in0, in1;
	input sel;
	output reg [N-1:0] out;
	always@ (sel or in0 or in1) begin
		case (sel)
			1 : out <= in1;
			default : out <= in0;
		endcase
	end
endmodule
module top_WB(MemtoReg, data0, data1, write_data);
    input MemtoReg;
    input [31:0] data0, data1;
    output [31:0] write_data;
    mux_2to1 MUX(
        .in0(data0),
        .in1(data1),
        .sel(MemtoReg),
        .out(write_data)
    );
endmodule
</file>
<file path="./run.sh">
#!/bin/bash
# OpenROAD 26Q1-2900-gdf79404cd8, Yosys 0.63+post, stock flow scripts
make -C /OpenROAD-flow-scripts/flow DESIGN_CONFIG=/design/flow/config.mk WORK_HOME=/design/flow/orfs finish
</file>
<file path="./config.mk">
export PLATFORM = sky130hd
export DESIGN_NAME = top_WB
export DESIGN_NICKNAME = top_WB
export VERILOG_FILES = /design/flow/design.v
export SDC_FILE = /design/flow/constraint.sdc
export NUM_CORES = 4
export LEC_CHECK = 1
export CORE_AREA = 10 10 70 70
export DIE_AREA = 0 0 80 80
</file>
<file path="./constraint.sdc">
current_design top_WB

set clk_period 1.0
set clk_io_pct 0.2

create_clock -name clk0 -period $clk_period

set non_clock_inputs [all_inputs -no_clocks]
set_input_delay [expr $clk_period * $clk_io_pct] -clock clk0 $non_clock_inputs
set_output_delay [expr $clk_period * $clk_io_pct] -clock clk0 [all_outputs]
</file>
==> summary.txt <==
impl run done, here's what came out: Pleak=0.885 nW, crit start category=input pin, top area contributor share=0.828, unrepaired setup endpoints after global routing=yes, Final min period=1.18 ns, dpl hpwl=2.40 mm, Avg WL per Cell=14.8 µm, Hold Crit Depth=3, Via Count=717, diodes inserted=0, Yosys top cell by instances=mux2_4, Synth top cells by count=30 x mux2_4, 3 x buf_12, 2 x mux2_2, final count of hold timing violations=0, Synth warnings=1, failing checks=setup timing, remaining antenna violation count after routing=0, global-route wire length before repair=4.06 mm, Slew Limit Fails=0, HP Class=in2out, port buffer count=97, Init Core Util=0.159, vias per cell=3.81, Syn Inst Count=36, outcome=finished with violations, Gate Area=480 µm², area delta synth->final=196%, cell taking the most area after synthesis=mux2_4, Initial DRT Pass Iterations=2, IO Count=97, initial antenna violation count=0, tool warnings=34, die area=6400 µm², Total GRT Usage=0.0780, worst vdd ir=0.165 mV, Final Setup Violations=32, post-synth cell types=4, row count=21, vias in the first global route=754, pin count of the biggest net entering global routing=7, Design Area, Final=1610 µm², P per Cell Area=393 nW/µm², worst stage delay on the critical path=0.30 ns, Fill cells=337, cycle use final=1.18, final worst-path setup slack=-0.182 ns, Slew @ Worst Pin=0.0736 ns, Hold WS=0.688 ns, cell repeated most along the worst path=buf_12, Die Width=80 µm, placed cell areas=1540 µm², Max Fclk=846 MHz, WP data required=0.80 ns, CP Data Arrival Time=0.98 ns, CORE AREA=3420 µm², total negative slack=-4.62 ns, Syn Std Cell Area=544 µm², drt initial violations=5, MaxCap Viol Count=0, FF+latch area=0 µm², WS Path Type=in2out, yosys stat cell total=36, DIE HEIGHT=80 µm, Final GP Congestion=0.749, drt total wl=2.79 mm, Slew headroom=0.951, sequential share of the synthesized area=0, Post-route DRC=0, Avg Inst Size Synth=15.1 µm², GR Overflow Total=0, CP cell instances=buf_12 > buf_12 > buf_8 > mux2_4 > buf_6, top cells, area=mux2_4 83%, buf_12 11%, mux2_2 4.1%, buf_6 2.1%, Critical Path Fanout Max=6, FF+latch count=0, share of cells above drive strength 1=0.549, endpoint class of the critical path=output pin, clkbuf count=0, Yosys chip area=544 µm², slowest cell on the critical path=mux2_4
logic make-up after synthesis:
kind of cell  synth area share
buf+inv                  0.131
mux                      0.869
layer usage:
layer  vias up  GRT usage  wire length [µm]
met5         -          0                 0
met4         0          0                 0
met3         0     0.0261               331
met2        51      0.135              1350
met1       315     0.0969              1110
li1        351          -                 -
timing repair:
action,CTS,global route
gates cloned,1,0
hold buffers,0,0
endpoints found under the setup margin,32,32
resized,147,15
buffers inserted,10,0
through the flow:
| step | total power (W) | worst slack [ns] | utilization | instances |
|---|---|---|---|---|
| after floorplan | 0.000206 | 0.0669 | - | 36 |
| after global placement | 0.000653 | -0.493 | 0.450 | 177 |
| after detailed placement | 0.000657 | -0.497 | 0.450 | 177 |
| after CTS | 0.000628 | -0.185 | 0.455 | 188 |
| after global routing | 0.000682 | -0.205 | 0.471 | 188 |
| final | 0.000633 | -0.182 | 0.471 | 188 |
power breakdown:
group	total [W]	leakage [nW]	switching (W)	internal [W]
clock	0	0	0	0
combinational	0.000633	0.885	0.000132	0.000501
sequential	0	0	0	0
layout make-up:
class                      count  share of cell area
timing repair buffer         110               0.666
multi-input combinational     32               0.298
tap                           46              0.0357
worst paths after layout:
kind / slack [ns] / end / start
setup / recovery: -0.18 / write_data[12] / MemtoReg
hold / removal: 0.69 / write_data[22] / data1[22]
worst max-delay path: cells and delay by family:
family | cells | cell delay (ns)
buffers and inverters | 4 | 0.48
muxes | 1 | 0.30
layout by cell type (no fill, tap or decap):
master	Yosys	routed
dlygate4sd2_1	0	30
buf_8	0	2
mux2_4	30	32
buf_16	0	1
buf_4	0	4
clkdlybuf4s50_1	0	26
dlymetal6s2s_1	0	8
buf_6	1	17
buf_2	0	18
buf_12	3	4
Power is estimated from default activity; no workload was simulated.
